$ cat flow/config.mk
export PLATFORM = sky130hd
export DESIGN_NAME = multiply
export DESIGN_NICKNAME = multiply
export VERILOG_FILES = /design/flow/design.v
export SDC_FILE = /design/flow/constraint.sdc
export NUM_CORES = 4
export LEC_CHECK = 1
export CORE_UTILIZATION = 40
$ cat flow/run.sh
#!/bin/bash
# OpenROAD 26Q1-2900-gdf79404cd8, Yosys 0.63+post, stock flow scripts
make -C /OpenROAD-flow-scripts/flow DESIGN_CONFIG=/design/flow/config.mk WORK_HOME=/design/flow/orfs finish
$ cat flow/constraint.sdc
current_design multiply

set clk_period 14.0
set clk_io_pct 0.2

create_clock -name clk0 -period $clk_period [get_ports {clk}]

set non_clock_inputs [all_inputs -no_clocks]
set_input_delay [expr $clk_period * $clk_io_pct] -clock clk0 $non_clock_inputs
set_output_delay [expr $clk_period * $clk_io_pct] -clock clk0 [all_outputs]
$ cat flow/design.v
module multiply #(
    parameter
    SIGN_WIDTH = 1,
    EXPONENT_WIDTH = 8,
    MANTISSA_WIDTH = 18
)
(   
    input            clk,
    input [ 26 :0]   input_a,
    input [ 26 :0]   input_b,
    output [ 26 :0]  output_q,
    output           underflow
);
reg [35 : 0 ] reg_multiply = 0;      
reg [8 : 0 ]  reg_summ1 = 0;         
reg [8 : 0 ]  reg_summ2 = 0;         
reg           reg_sign = 0;          
reg [17 : 0 ] reg_mantissa1 = 0;  
reg [17 : 0 ] reg_mantissa2 = 0;     
reg [8 : 0 ]  reg_summ3 = 0;         
always@(posedge clk) begin
    if (input_a[17:0] == 0 || input_b[17:0] == 0) begin   
        reg_multiply <= 0;
        reg_summ1 <= 0 ;
        reg_summ2 <= 0 ;
        reg_sign <= 0;
        end
    else begin
        reg_multiply <= input_a[17:0] * input_b[17:0];           
        reg_summ1 <= input_a[25:18] + input_b[25:18] - 8'h7F ;   
        reg_summ2 <= input_a[25:18] + input_b[25:18] - 8'h80 ;
        reg_sign <= input_a[26] ^ input_b[26];                   
        end
end
always@* begin
    reg_mantissa1 <= reg_multiply >> 18 ; 
    reg_mantissa2 <= reg_multiply >> 17 ;            
    reg_summ3 <= input_a[25:18] + input_b[25:18];    
end
assign underflow =  reg_summ3 < 8'h7F     
                        ? 1'b1 : 1'b0 ;
assign output_q  = reg_multiply[35]  ? 
                        { reg_sign , reg_summ1[7:0] , reg_mantissa1[17:0] } 
                        :
                        { reg_sign , reg_summ2[7:0] , reg_mantissa2[17:0] }
                    ;
endmodule
==> Changelog: implementation <==
### Metrics

* First-pass GRT wire length at 49000 um
* Largest net degree at the start of global routing at 38
* CTS Sinks at 36
* Seq/Total Area, Yosys at 0.0589
* Relative slew slack at 0.390
* FP Core Util at 0.409
* Post-synth top cells: 290 x inv_1, 255 x fa_1, 201 x nand2_1
* Mapped cell area at 12200 sq um
* DRT iter0 DRCs at 414
* CP max stage delay at 1060 ps
* Clk slew on worst S/H paths at 50 ps
* Final Hold Viols at 0
* GR met2 Demand/Resource at 0.356
* Clock buffer depth at 2
* Worst path most repeated cell: fa_1
* Fin util at 0.452
* Setup CP Type: in2reg
* Die Size at 31300 sq um
* # H-tree levels at 2
* IO Pins at 83
* Vias in the first global route at 9828
* GR Layer Usage met3 at 0.0554
* Root Buffer: clkbuf_16
* Busiest grt layer: met2
* Ys async rst share at 0
* Yosys warns at 1
* WHS Path Cells at 3
* GRT overflow at 0
* Final setup TNS at 0 ps
* Ant diodes at 0
* Reg area at 721 sq um
* Number of port buffers at 82
* Crit. End Element: register
* Met1 GRT Util at 0.291
* Setup ws final at 4960 ps
* Ys cells at 1406
* Post-route ant nets at 0
* Die W at 177 um
* Area after DPL at 13400 sq um
* Status: finished, final reports clean
* Post-CTS Hold Buffers at 0
* Gpl congestion at 0.880
* Routed length per instance at 15.6 um
* P&R area growth vs syn at 10.4%
* Synth top cell by count: inv_1
* Via/cell ratio at 5.03
* Number of enable flip-flop cells at 0
* CP max-delay cell: clkdlybuf4s50_1
* Routed vias at 9199
* Main synth FF type: dfxtp_1
* Bufs and invs on worst path at 6
* Layout cells sized above 1 at 0.0515
* Worst Path Required at 14140 ps
* Placed instance count at 1820
* Chip Height at 177 um
* Pre-CTS WS at 4710 ps
* Syn_area_per_cell at 8.70 sq um
* DRC Markers at 0
* Fin crit share at 0.646
* Max-slew violation count at 0
* WL final at 28600 um
* Tmin final at 9040 ps
* Synth cell types at 58
* CTS tree: built
* GRT Total Usage at 0.211
* Initial antenna violation count at 0
* Data arrival time of the critical path at 9190 ps
* Synthesis area per yosys at 12200 sq um
* Worst Path Max Fanout at 19
* Max Cap Violations at 0
* Registers, synthesis at 36
* Hpwl dp at 22500 um
* Row count at 63
* RSZ-0062 raised after global routing: no
* Cell type with the largest total area: fa_1
* CP Launch Type: primary input
* Worst Tran Pin Value at 911 ps
* Final cell count without fillers at 1828
* Synthesized instance count at 1406
* Fmax achieved at 0.111 GHz
* CP cell instances: clkdlybuf4s50_1 -> nand2_1 -> fa_1 -> inv_1 -> fa_1 -> inv_1 -> fa_1 -> inv_1 -> fa_1 -> fa_1 -> inv_1 -> fa_1 -> inv_1 -> ha_1 -> nand3_1 -> nor3_1 -> o21ai_0 -> o31ai_4 -> o2111ai_1 -> a21oi_1 -> nor3b_1
* Hold endpoint: reg_sign$_SDFF_PP0_
* 1st-pass router iterations at 5
* Synth area leaders: fa_1 42%, ha_1 12%, inv_1 8.9%
* Design area at 13500 sq um
* Setup violators final at 0
* Resize count post-CTS at 0
* Crit path max-delay family: adder cells
* Area share, top type at 0.417
* Tool warning count at 25
* Hold Path Class: in2reg
* Hold Slack at 3160 ps
* Worst hold start: input_a[26]
* CTS Buf Count at 5
* Logic area at 10100 sq um
* Fillers at 2875
* Core Region at 29900 sq um
* Post-CTS Setup Bufs at 0
## routing by layer
metal  part of all wire  wire length [um]  up-vias
li1                   -                 -     4301
met1               0.41             11700     4570
met2               0.50             14300      300
met3              0.075              2140       28
met4              0.013               361        0
met5                  0                 0        -
## layout make-up
type                    count  area share
multi-input cells         997       0.744
inverters                 290      0.0806
flip-flops and latches     36      0.0534
clock buffers               8      0.0108
repair buffers            107      0.0747
well taps                 390      0.0361
## tightest hold or removal path: cells and delay by family
family / cells / cell delay [ps]
AND/OR/NAND/NOR: 1 / 40
XOR/XNOR: 1 / 140
buffers and inverters: 1 / 410
## placed cells by master, fill, tap and decap left out, drive strengths merged, types with 8 or more instances in the layout
cell	count
fa	255
clkdlybuf4s50	82
inv	290
nor4	9
and3	9
a21o	8
a21oi	39
clkbuf	8
o21ai	29
xor2	11
ha	116
nor3	15
and2	143
dfxtp	36
mux2	26
nand2	202
nand3	18
nor2	41
buf	25
xnor2	13
## sequential cells by signal (all words and copies together) (netlist names)
name,flops
reg_multiply,19
reg_summ1,8
reg_summ2,8
reg_sign,1
## kinds of logic (layout without fill, tap and decap cells)
kind of cell	Yosys count	count (layout)	share of synthesized area
flops	36	36	0.0589
fa+ha+maj	371	371	0.536
xor+xnor	24	24	0.0172
buf+inv	373	405	0.119
compound gates	112	112	0.0583
mux	26	26	0.0239
simple gates	464	464	0.187
## worst max-delay path by stage
stage	cells after the start	slack (ps)	start	endpoint
CTS	21	4980	input_a[7]	reg_multiply[32]$_SDFF_PP0_
global route	21	4500	input_a[7]	reg_multiply[33]$_SDFF_PP0_
finish	21	4960	input_a[6]	reg_multiply[32]$_SDFF_PP0_
