$ cat constraint.sdc
current_design summ

set clk_period 4.2
set clk_io_pct 0.2

create_clock -name clk0 -period $clk_period [get_ports {clk}]

set non_clock_inputs [all_inputs -no_clocks]
set_input_delay [expr $clk_period * $clk_io_pct] -clock clk0 $non_clock_inputs
set_output_delay [expr $clk_period * $clk_io_pct] -clock clk0 [all_outputs]
$ cat config.mk
export PLATFORM = sky130hd
export DESIGN_NAME = summ
export DESIGN_NICKNAME = summ
export VERILOG_FILES = /design/flow/design.v
export SDC_FILE = /design/flow/constraint.sdc
export NUM_CORES = 4
export LEC_CHECK = 1
export CORE_AREA = 10 10 70 70
export DIE_AREA = 0 0 80 80
$ cat run.sh
#!/bin/bash
# OpenROAD 26Q1-2900-gdf79404cd8, Yosys 0.63+post, stock flow scripts
make -C /OpenROAD-flow-scripts/flow DESIGN_CONFIG=/design/flow/config.mk WORK_HOME=/design/flow/orfs finish
$ cat design.v
module summ #(
    parameter
    SIGN_WIDTH = 1,
    EXPONENT_WIDTH = 8,
    MANTISSA_WIDTH = 18,
    SIZE = 2           
)
(   
    input            clk,
    input [ 26 :0]   input_a,
    input [ 26 :0]   input_b,
    input            start,
    output [ 26 :0]  output_q,
    output           done,
    output           overflow,
    output           underflow
);
localparam  [SIZE-1 :0] IDLE            = 'h0,
                        SHIFT           = 'h1,
                        SUMM            = 'h2,
                        NORM            = 'h3;
reg [SIZE-1:0]          r_state=IDLE, 
                        r_next=IDLE;     
reg [ 18 :0 ]   r_large_mantissa1   = 'b0,
                r_small_mantissa1   = 'b0,
                r_large_mantissa2   = 'b0,
                r_small_mantissa2   = 'b0,
                r_large_mantissa3   = 'b0,
                r_small_mantissa3   = 'b0, 
                r_large_mantissa4   = 'b0,
                r_small_mantissa4   = 'b0;
reg [ 7 :0 ]    r_large_exponent1   = 'b0,
                r_large_exponent2   = 'b0,
                r_large_exponent3   = 'b0,
                r_large_exponent4   = 'b0;
reg             r_large_sign        = 'b0,
                r_small_sign        = 'b0;  
reg [ 7 :0 ]    r_delta_exponent    = 'b0; 
reg             r_done              = 'b0;
reg             r_overflow          = 'b0;
reg             r_underflow         = 'b0;
always @(posedge clk ) begin
        r_state <= r_next;
end
always@(posedge clk) begin
    case(r_state)
        IDLE    :   
            begin
                r_done <= 'b0;
                if (start == 1'b1)
                begin
                    if (input_a[25:18] > input_b[25:18]) 
                    begin
                        r_large_mantissa1 <= input_a[17:0];
                        r_small_mantissa1 <= input_b[17:0];
                        r_large_exponent1 <= input_a[25:18];
                        r_large_sign <= input_a[26];
                        r_small_sign <= input_a[26];
                        r_delta_exponent <= input_a[25:18] - input_b[25:18];
                        r_next <=  SHIFT;
                    end
                    else if (input_a[25:18] < input_b[25:18])
                    begin
                        r_large_mantissa1 <= input_b[17:0];
                        r_small_mantissa1 <= input_a[17:0];
                        r_large_exponent1 <= input_b[25:18];
                        r_large_sign <= input_b[26];
                        r_small_sign <= input_a[26];
                        r_delta_exponent <= input_b[25:18] - input_a[25:18];
                        r_next <=  SHIFT;
                    end
                    else if (input_a[25:18] == input_b[25:18]) 
                    begin
                        r_large_mantissa1 <= input_a[17:0];
                        r_small_mantissa1 <= input_b[17:0];
                        r_large_exponent1 <= input_a[25:18];
                        r_large_sign <= input_a[26];
                        r_small_sign <= input_a[26];
                        r_next <=  SUMM;
                    end
                end
            end
        SHIFT   :   
            begin
                r_next <=  SUMM;
                case(r_delta_exponent)
                    'd1     :   r_small_mantissa2 <= r_small_mantissa1 >> 1;
                    'd2     :   r_small_mantissa2 <= r_small_mantissa1 >> 2;
                    'd3     :   r_small_mantissa2 <= r_small_mantissa1 >> 3;
                    'd4     :   r_small_mantissa2 <= r_small_mantissa1 >> 4;
                    'd5     :   r_small_mantissa2 <= r_small_mantissa1 >> 5;
                    'd6     :   r_small_mantissa2 <= r_small_mantissa1 >> 6;
                    'd7     :   r_small_mantissa2 <= r_small_mantissa1 >> 7;
                    'd8     :   r_small_mantissa2 <= r_small_mantissa1 >> 8;
                    'd9     :   r_small_mantissa2 <= r_small_mantissa1 >> 9;
                    'd10    :   r_small_mantissa2 <= r_small_mantissa1 >> 10;
                    'd11    :   r_small_mantissa2 <= r_small_mantissa1 >> 11;
                    'd12    :   r_small_mantissa2 <= r_small_mantissa1 >> 12;
                    'd13    :   r_small_mantissa2 <= r_small_mantissa1 >> 13;
                    'd14    :   r_small_mantissa2 <= r_small_mantissa1 >> 14;
                    'd15    :   r_small_mantissa2 <= r_small_mantissa1 >> 15;
                    'd16    :   r_small_mantissa2 <= r_small_mantissa1 >> 16;
                    'd17    :   r_small_mantissa2 <= r_small_mantissa1 >> 17;
                    default :   r_small_mantissa2 <= 0;   
                endcase        
            end
        SUMM    :   
            begin
                r_next <= NORM;
                case(r_large_sign == r_small_sign)
                    1'b1    :   r_large_mantissa3 <= r_large_mantissa2 + r_small_mantissa2; 
                    1'b0    :   r_large_mantissa3 <= r_large_mantissa2 - r_small_mantissa2;   
                endcase       
            end
        NORM    :   
            begin
                r_next <= IDLE;
                r_done <= 'b1;
                if (r_large_mantissa[18]) 
                begin
                    r_large_mantissa4 <= r_large_mantissa3 >> 1; 
                    if (r_large_exponent < 255)
                        begin r_large_exponent <= r_large_exponent + 1; end 
                    else 
                        begin r_overflow <= 1; end
                end 
                else if (r_large_mantissa[17])  
                begin
                    r_large_mantissa4 <= r_large_mantissa3 << 1;
                    if (r_large_exponent > 0)
                        begin r_large_exponent <= r_large_exponent - 1; end 
                    else 
                        begin r_underflow <= 1; end
                end 
            end
        default : r_next <= IDLE;           
    endcase
end
assign done = r_done;
assign output_q = { r_large_sign, r_large_exponent4[7:0], r_large_mantissa4[17:0]  };
endmodule
==> Implementation_results.wiki <==
=== Physical design figures ===
{| class="wikitable"
! Metric !! Value
|-
| Outcome || complete, no violations
|-
| Core area || 3420 um2
|-
| Overall via count from detail_route || 479
|-
| Flop area || 160 um2
|-
| Top fanout value on the critical path || 3
|-
| H-tree lvl count || 1
|-
| Max Clock Freq || 0.453 GHz
|-
| Count of hold buffers inserted by post-cts repair || 0
|-
| Leading cell types in the layout, fill and taps excluded || sky130_fd_sc_hd__conb_1, sky130_fd_sc_hd__clkdlybuf4s50_1, sky130_fd_sc_hd__inv_1, sky130_fd_sc_hd__ha_1, sky130_fd_sc_hd__a21oi_1
|-
| Switching part of the total || 30.2%
|-
| Final Skew || around 0.003 ns
|-
| Fraction of power consumed by the clock network || a little under a fifth
|-
| Number of distinct standard cells referenced by the synthesized netlist || 20
|-
| First-pass detailed-route iteration total || 2
|-
| Leakage || ~0.45 nW
|-
| Site Rows || 21
|-
| Overflow left after global routing || 0
|-
| Cell area after synthesis || 727 um2
|-
| Detailed-route wire length || approximately 1.4 mm
|-
| Leading cell type in the layout, fill and taps excluded || sky130_fd_sc_hd__conb_1
|-
| Yosys stat chip area || 727 um2
|-
| # Max-Cap Violations || 0
|-
| Family of cells with the greatest summed delay on the critical path || buffers and inverters
|-
| Height of the die || approximately 80 um
|-
| Chip footprint || roughly 6400 um2
|-
| Cell type of the slowest stage on the worst timing path || sky130_fd_sc_hd__clkdlybuf4s50_1
|-
| Maximum number of pins on one net before global-route repair || 4
|-
| Worst Setup Slack, final || approximately 2 ns
|-
| Total power density per cell area || 303 nW/um2
|-
| Delay of the slowest cell on the worst path || 0.45 ns
|-
| Crit path time final || ~2.2 ns
|-
| Placed wire-length estimate after detailed placement || 1.33 mm
|-
| Crit end category || register
|-
| Reported net switching power || 0.0825 mW
|-
| Final GP Congestion || ~0.80
|-
| Post-DR vias/cell || approximately 3.2
|-
| Slew Limit Fails || 0
|-
| Number of global-route vias before repair || between 500 and 600
|-
| Critical Path AT || 2.19 ns
|-
| Post-CTS Setup Inserts || 0
|-
| Number of synthesized register bits || 6
|-
| Combinational power share || 40.5%
|-
| Fillers || 376
|-
| Gate count of the mapped netlist || between 80 and 90
|-
| Crit path required time || about 4.2 ns
|-
| Latency at later pin || approximately 0.24 ns
|-
| Die boundary width || ~80 um
|-
| Setup repair after global routing missed its margin || false
|-
| Clock tree root driver cell || sky130_fd_sc_hd__clkbuf_4
|-
| Number of sinks handled by clock tree synthesis || 6
|-
| Sequential share of the synthesized area || between 20% and 30%
|-
| Diode insertion count for antenna repair || 0
|-
| DRC violation count after routing || 0
|-
| Instance area after placement || roughly 880 um2
|-
| Area growth from synthesis to layout || 23.9%
|-
| Mean routed wirelength per cell || ~9.5 um
|-
| Cells in synth_stat.txt || around 82
|-
| Highest ir drop seen on vdd || between 100 and 150 uV
|-
| Largest buffer count on any clock path || 2
|-
| Internal portion of total power || between 0.15 and 0.2 mW
|-
| Violation tally from detailed-route iteration zero || 14
|-
| Count of input and output buffers || 21
|-
| Quantity of gates resized following cts || 0
|-
| Cell breakdown of the critical path || clkdlybuf4s50_1 -> inv_1 -> ha_1 -> a21oi_1 -> o21a_1 -> nand3_1 -> o2bb2ai_1
|-
| Setup slack after placement || ~1.7 ns
|-
| Share of final-layout standard cells stronger than drive strength 1 || under 10%
|-
| Initial antenna violation count || 0
|-
| Synthesis warning total || 9
|-
| TritonCTS clock tree || built
|-
| Syn avg cell area || about 9 um2
|-
| Initial cell density of the core || between 20% and 30%
|-
| Sequential group share of total power || between 40% and 50%
|-
| Core Util, Final || 26.4%
|-
| Post-layout total power || 0.273 mW
|-
| Sum Neg Setup Slack || 0 ns
|-
| Kind of critical path || in -> reg
|-
| Crit path launch type || primary input
|-
| Final setup viols || 0
|-
| Period utilization || 52.6%
|-
| Wire length of the first global-routing pass || approximately 2.2 mm
|-
| Clock buffer count from CTS || 3
|-
| CP Buf/Inv Count || 2
|-
| Area occupied by multi-input gates || 405 um2
|-
| Clock transition at the registers of the reported paths || roughly 0.040 ns
|-
| Post-detailed-route count of antenna-violating nets || 0
|-
| Layout Cell Area excl Fill || between 900 and 1000 um2
|-
| All-Layer GR Usage || under 10%
|-
| Worst hold path type || reg -> reg
|-
| OpenROAD warnings || about 64
|-
| Hold Fails Final Rpt || 0
|-
| I/O pin count || between 80 and 90
|}
-- path summary, 6_finish.rpt --
path,startpoint,to,slack [ns],depth (start not counted)
hold reg to reg,r_next[0]$_DFFE_PP_,r_state[0]$_DFF_P_,0.33,0
setup / recovery,input_b[25],r_next[1]$_DFFE_PP_,1.99,7
hold / removal,r_next[0]$_DFFE_PP_,r_state[0]$_DFF_P_,0.33,0
setup reg to reg,r_state[0]$_DFF_P_,r_next[0]$_DFFE_PP_,2.95,5
-- metal layers --
| layer | global-route usage (%) | vias up | share of wire (%) |
|---|---|---|---|
| li1 | - | 252 | - |
| met1 | 5.11 | 190 | 45 |
| met2 | 6.02 | 35 | 41 |
| met3 | 2.39 | 2 | 13 |
| met4 | 0.704 | 0 | 1.7 |
| met5 | 0 | - | 0 |
-- power groups by stage --
stage	clock (mW)	sequential (mW)	combinational [mW]
CTS	0.0539	0.111	0.113
global route	0.0588	0.113	0.127
finish	0.0517	0.111	0.111
-- cells by family after synthesis --
| kind of cell | synth area share (%) |
|---|---|
| AND-OR/OR-AND | 11.2 |
| buffers and inverters | 36.1 |
| adder cells (fa/ha/maj) | 20.7 |
| AND/OR/NAND/NOR | 9.47 |
| flip-flops | 22.0 |
| other | 0.516 |
-- sequential cells by signal, indices dropped and copies added, names as in the netlist --
register      flops
r_next            2
r_state           2
r_done            1
r_large_sign      1
-- area by class of cell --
type,instances,area share (%)
well taps,46,6.39
clock buffers,3,2.50
repair buffers,21,23.3
flip-flops and latches,6,17.8
inverters,12,5.00
multi-input cells,62,45.0
-- synth_stat cells --
cell,n,area share (%)
sky130_fd_sc_hd__a21oi_1,5,3.4
sky130_fd_sc_hd__buf_4,29,30
sky130_fd_sc_hd__nand4_1,1,0.86
sky130_fd_sc_hd__nor2b_4,1,1.9
sky130_fd_sc_hd__o21a_1,1,1.0
sky130_fd_sc_hd__nor3_1,1,0.69
sky130_fd_sc_hd__o2bb2ai_1,1,1.2
sky130_fd_sc_hd__edfxtp_1,4,17
sky130_fd_sc_hd__nand3_1,2,1.4
sky130_fd_sc_hd__nand2_1,3,1.5
sky130_fd_sc_hd__inv_1,12,6.2
sky130_fd_sc_hd__o21bai_4,1,2.6
sky130_fd_sc_hd__nor2_1,1,0.52
sky130_fd_sc_hd__a211o_1,1,1.2
sky130_fd_sc_hd__dfxtp_1,2,5.5
sky130_fd_sc_hd__o211ai_2,1,1.7
sky130_fd_sc_hd__nand2b_1,2,1.7
sky130_fd_sc_hd__conb_1,1,0.52
sky130_fd_sc_hd__and2_1,1,0.86
sky130_fd_sc_hd__ha_1,12,21
-- metrics by stage --
stage / std cells / hold WS [ns]
2_1_floorplan: 109 / 0.323
3_3_place_gp: 147 / 0.328
3_5_place_dp: 147 / 0.328
4_1_cts: 150 / 0.335
5_1_grt: 150 / 0.346
6_report: 150 / 0.334
Power figures rest on the tool's default switching activity, not on a simulated workload.
